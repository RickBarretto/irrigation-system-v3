[flow/config.mk]
export PLATFORM = sky130hd
export DESIGN_NAME = water_level_controller
export DESIGN_NICKNAME = water_level_controller
export VERILOG_FILES = /design/flow/design.v
export SDC_FILE = /design/flow/constraint.sdc
export NUM_CORES = 4
export LEC_CHECK = 1
export CORE_AREA = 10 10 70 70
export DIE_AREA = 0 0 80 80
[flow/constraint.sdc]
current_design water_level_controller

set clk_period 1.5
set clk_io_pct 0.2

create_clock -name clk0 -period $clk_period [get_ports {clock}]

set non_clock_inputs [all_inputs -no_clocks]
set_input_delay [expr $clk_period * $clk_io_pct] -clock clk0 $non_clock_inputs
set_output_delay [expr $clk_period * $clk_io_pct] -clock clk0 [all_outputs]
[flow/design.v]
module water_level_clock_controller(
    output new_clock,
    input dripper,
    input clock,
	 input reset
);
	reg dripper_clock;
	always @(posedge clock) begin
		if (reset) dripper_clock <= 0;
		else dripper_clock <= !dripper_clock;
	end
    assign new_clock = (dripper)? dripper_clock : clock;
endmodule
module water_level_controller (
    output [2:0] count,
    input upper,
    input clock,
    input reset
);
    reg [2:0] state, next_state;
    always @(posedge clock, posedge reset)
    if (reset) state <= 4'b000;
    else state <= next_state;
    always @(*)
    case (state)
        4'b000:
            if (upper) next_state <= state + 1;
            else next_state <= state;
        4'b111:
            if (!upper) next_state <= state - 1;
            else next_state <= state;
        default:
            if (upper) next_state <= state + 1;
            else next_state <= state - 1;
    endcase
    assign count = state;
endmodule
[flow/run.sh]
#!/bin/bash
# OpenROAD 26Q1-2900-gdf79404cd8, Yosys 0.63+post, stock flow scripts
make -C /OpenROAD-flow-scripts/flow DESIGN_CONFIG=/design/flow/config.mk WORK_HOME=/design/flow/orfs finish
==> flow_summary.ini <==
; generated from flow reports
[run_status]
status = finished clean

[global_routing]
grt_max_degree = 8
grt-ovfl-total = 0
grt.total_usage_pct = 2.248
grt_pass1_vias = 271
grt_pass1_wl_um = 1145
antenna_found_initial = 0

[final_timing]
setup_viol = 0
slew_viol_final = 0
tightestPinTransition_ns = 0.1954
finalClockPeriodUsage_pct = 96.03
slew_headroom_pct = 86.98
rsz0062_at_grt = true
finalHoldViolations = 0
fin_crit_ns = 1.440
max_freq_ghz = 0.6942
fin_skew_ns = 0.005744

[clocking]
worstSkewPairLatency_ns = 0.23
holdBufCountCts = 0
cts_sinks = 3
cts_buffers = 3
clk_pin_slew_ns = 0.04
cts_tree = built
h-tree-depth = 1
clock-root-buffer = clkbuf_4
cts_buffer_depth = 2

[worst_setup_path]
crit_slowest_cell = dfrtp_1
required_ns = 1.61
critical_path_class = flip-flop to flip-flop
arrival_ns = 1.55
endpoint_kind = flip-flop
cp_common_cell = ha_2
cp_max_fo = 3
crit_chain = ha_2 -> ha_2 -> or2b_4 -> o21ai_2 -> xnor2_1 -> nor2_1
start_kind = flip-flop
crit_path_max_incr_delay_ns = 0.38

[layout]
top_register = state
logic_area_sq_um = 236.5
regArea_sq_um = 75.07
area_delta_synth_final_pct = 85.53
drive_gt1_share_pct = 48.98
largest_register_ffs = 3
final_cell_area_sq_um = 529.3
n_fill_cell = 392
layout.cells.non_filler = 95
finalCoreUtilization_pct = 15.49
top_regs = state x3

[yosys]
ys_types = 21
yosys_warnings = 1
syn_avg_cell_area_sq_um = 8.645
synthCells = 33
netlist_area_sq_um = 285.3
yosysTopAreaCell = dfrtp_1
synth_seq_share_pct = 26.32
netlist_top_cells_area = dfrtp_1, ha_1, inv_1
synth.top_cell.area_share_pct = 26.32
ys.flops = 3
yosys-stat-area_sq_um = 285.3
synth_stat.cells = 33

[flow_run]
tool_warnings = 28
max_cap_violations = 0

[floorplanning]
coreArea_sq_um = 3416
die-area_sq_um = 6400
io-pin-count = 6
die_h_um = 80
row_count = 21
fp_util_pct = 8.352
die.size.x_um = 80

[routing]
first_iter_violations = 7
vias_per_cell = 2.968
ant_nets = 0
vias = 282
firstDrtPassIters = 3
antenna_cells = 0
routed_wl_um = 782
drcViolationCount = 0
wl_per_cell_um = 8.232

[placed_design]
placement.io_buffers = 5
gp_congestion = 0.8002
dp_hpwl_um = 543.6
dpl-instance-area_sq_um = 430.4
dp_cells = 89

[power_and_ir_drop]
vdd_drop_max_v = 0.0008454
power_density_nw_per_um2 = 1798
p_leak_nw = 0.2326

[hold_path]
hold_path_class = primary input to async pin
-- worst paths after layout --
kind / start / end / slack (ns) / depth (start not counted)
min in group clk0: state[0] / state[0] / 0.76 / 4
setup / recovery: state[0] / state[0] / 0.06 / 6
hold / removal: reset / state[2] / 0.23 / 2
hold reg to reg: state[0] / state[0] / 0.76 / 4
max in group asynchronous: reset / state[1] / 1.13 / 2
setup reg to reg: state[0] / state[0] / 0.06 / 6
-- kinds of logic (layout without fill, tap and decap cells) --
group                      Yosys count  in the layout  share of synthesized area, %
buffers and inverters                5             21                         6.580
DFF                                  3              3                         26.32
adders and majority gates            4              4                         17.54
xor gates and xnor gates             1              1                         3.071
and+or+nand+nor                     11             11                         24.56
AOI/OAI and AO/OA                    9              9                         21.93
-- Yosys cell counts, drive strengths merged --
cell    number
dfrtp        3
a32oi        1
nor2         3
o211a        1
or2b         1
ha           4
a211o        1
nand3b       1
o21ai        2
nand2        1
nor3b        1
inv          5
nor2b        1
a21oi        2
a211oi       1
or2          1
a21o         1
nor3         1
xnor2        1
and3         1
-- critical path, delay by kind of cell (launching register included) --
family                   cells  cell delay, ns
adder cells (fa/ha/maj)      2            0.39
flip-flops                   1            0.38
AND/OR/NAND/NOR              2            0.34
XOR/XNOR                     1            0.14
AND-OR/OR-AND                1            0.08
-- what timing repair did --
item | 4_1_cts | 5_1_grt
buffers inserted | 0 | 2
pin swaps | 0 | 4
hold endpoints to repair | 0 | 0
endpoints found under the setup margin | 2 | 5
resized | 4 | 13
-- layout by cell type (no fill, tap or decap), types with 2 or more instances in the layout --
| cell | Yosys | final |
|---|---|---|
| buf_4 | 0 | 5 |
| clkdlybuf4s50_1 | 0 | 3 |
| clkbuf_4 | 0 | 3 |
| dlymetal6s2s_1 | 0 | 2 |
| dfrtp_1 | 3 | 3 |
| ha_2 | 0 | 3 |
| inv_1 | 5 | 3 |
| a21oi_1 | 2 | 2 |
| nor2_1 | 3 | 2 |
| inv_2 | 0 | 2 |
| buf_6 | 0 | 2 |
-- through the flow --
| step | setup TNS, ns | setup WS (ns) | power, mW | hold WS [ns] |
|---|---|---|---|---|
| 6_report | 0 | 0.05953 | 0.9518 | 0.2321 |
| 5_1_grt | -0.01431 | -0.01431 | 1.037 | 0.2596 |
| 4_1_cts | 0 | 0.008112 | 0.8205 | 0.2306 |
| 3_5_place_dp | -0.04199 | -0.03434 | 0.6328 | 0.4820 |
| 3_3_place_gp | -0.07128 | -0.04947 | 0.6330 | 0.4731 |
| 2_1_floorplan | 0 | 0.01524 | 0.4231 | 0.05364 |
-- layout make-up --
| type | count | area share, % |
|---|---|---|
| Multi-Input combinational cell | 25 | 44.68 |
| Timing Repair Buffer | 12 | 21.75 |
| Sequential cell | 3 | 14.18 |
| Tap cell | 46 | 10.87 |
| Clock buffer | 4 | 4.965 |
| Inverter | 5 | 3.546 |
-- metal layers --
layer	vias to the layer above	track usage, %	routed length (um)
met4	0	0.1761	0
met1	127	3.731	457
met3	0	1.591	82
met2	8	2.087	242
met5	-	0	0
li1	147	-	-
-- report_power, final --
part | leakage (nW) | switching (mW) | internal, mW | total [mW]
registers | 0.0359 | 0.0303 | 0.120 | 0.151
logic | 0.182 | 0.288 | 0.372 | 0.661
clock network | 0.0150 | 0.0410 | 0.0996 | 0.141
total | 0.233 | 0.360 | 0.592 | 0.952
Power and IR drop assume default switching activity.
