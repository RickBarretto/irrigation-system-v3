**./design.v**
```verilog
module matrix_state_decoder(
    output [2:0] state,
    input filling,
    input cleaning,
    input input_error,
    input splinker,
    input dripper
);
    wire [2:0] irrigation_state;
    assign irrigation_state[2] = dripper;
    assign irrigation_state[1] = splinker;
    assign irrigation_state[0] = irrigation_state[1];
    wire [2:0] other_states;
    assign other_states[0] = cleaning;
    assign other_states[1] = input_error;
    assign state = (cleaning | filling)? (other_states) : (
	     (dripper | splinker)? (irrigation_state) : (other_states)
	 );
endmodule
module matrix_image_selector (
    output reg [6:0] column_4,
    output reg [6:0] column_3,
    output reg [6:0] column_2,
    output reg [6:0] column_1,
    output reg [6:0] column_0,
    input [2:0] state
);
    parameter filling     = 3'b000;
    parameter cleaning    = 3'b001;
    parameter error       = 3'b010;
    parameter splinker    = 3'b011;
    parameter dripper     = 3'b100;
    always @(*) begin
        case (state)
            filling: begin
                column_4 <= 7'b1111011; 
                column_3 <= 7'b1111101; 
                column_2 <= 7'b0000000;
                column_1 <= column_3;
                column_0 <= column_4;
				end
            cleaning: begin
                column_4 <= 7'b1111111;  
                column_3 <= 7'b0110000; 
                column_2 <= 7'b0000000; 
                column_1 <= column_3;
                column_0 <= column_4;
				end
            error: begin
                column_4 <= 7'b1100011; 
                column_3 <= 7'b1011001; 
                column_2 <= 7'b1010101; 
                column_1 <= 7'b1001101; 
                column_0 <= column_4;
				end
            splinker: begin
                column_4 <= 7'b0111001; 
                column_3 <= 7'b0011110; 
                column_2 <= 7'b0000000; 
                column_1 <= column_3;
                column_0 <= column_4;
				end
            dripper: begin
                column_4 <= 7'b1001111; 
                column_3 <= 7'b0000011; 
                column_2 <= 7'b0000001; 
                column_1 <= column_3;
                column_0 <= column_4;
				end
            default: begin
                column_4 <= 7'b1111111; 
                column_3 <= column_4;
                column_2 <= column_4;
                column_1 <= column_4;
                column_0 <= column_4;
				end
        endcase
    end
endmodule
```
**./run.sh**
```bash
#!/bin/bash
# OpenROAD 26Q1-2900-gdf79404cd8, Yosys 0.63+post, stock flow scripts
make -C /OpenROAD-flow-scripts/flow DESIGN_CONFIG=/design/flow/config.mk WORK_HOME=/design/flow/orfs finish
```
**./config.mk**
```make
export PLATFORM = sky130hd
export DESIGN_NAME = matrix_image_selector
export DESIGN_NICKNAME = matrix_image_selector
export VERILOG_FILES = /design/flow/design.v
export SDC_FILE = /design/flow/constraint.sdc
export NUM_CORES = 4
export LEC_CHECK = 1
export CORE_AREA = 10 10 70 70
export DIE_AREA = 0 0 80 80
```
**./constraint.sdc**
```tcl
current_design matrix_image_selector

set clk_period 2.4
set clk_io_pct 0.2

create_clock -name clk0 -period $clk_period

set non_clock_inputs [all_inputs -no_clocks]
set_input_delay [expr $clk_period * $clk_io_pct] -clock clk0 $non_clock_inputs
set_output_delay [expr $clk_period * $clk_io_pct] -clock clk0 [all_outputs]
```
==> Slide: Implementation Results <==
Flow Results at a Glance

Placed design
  • Global placer's final weighted congestion: 0.7266
  • IO Port Bufs: 36
  • DP Wirelength: 1154 um

Critical path
  • CP arrival: 1850 ps
  • Critical Path Sink Type: output port
  • Slowest stage delay, CP: 480 ps
  • Worst-path cell chain: clkdlybuf4s50_1 -> buf_6 -> and2b_4 -> o21ai_2 -> clkdlybuf4s50_1
  • CP Max Fanout: 8
  • Critical Path RT: 1920 ps
  • Most frequent CP cell: clkdlybuf4s50_1
  • Largest delay share family, worst path: buffers and inverters
  • WS Path Type: input port to output port
  • CP Buf/Inv Count: 3
  • CP startpoint kind: input port
  • Slowest-stage cell, CP: clkdlybuf4s50_1

GRT
  • GR Util met3: 2.273%
  • Largest net degree at the start of global routing: 11
  • GR met2 Demand/Resource: 6.019%
  • Vias in the first global route: 393
  • GR Util met1: 4.153%
  • First-pass GRT wire length: 1918 um
  • Initial antenna violation count: 0
  • GR peak layer: met2
  • Gr usage total: 3.648%
  • GR Overflow Total: 0

Detailed routing
  • Via density: 3.053
  • Number of antenna-violating nets in the routed design: 0
  • Diodes inserted: 0
  • Routed WL: 1315 um
  • Drt drc: 0
  • Pre-antenna DRT Iters: 2
  • WL/cell: 9.962 um
  • Via count: 403
  • Drt initial violations: 1

Final timing
  • Tmin final: 2327 ps
  • Unrepaired setup endpoints after global routing: false
  • Final Setup Violations: 0
  • Fmax: 0.4298 GHz
  • Fin. max-slew vios: 0
  • Final setup TNS: 0 ps
  • Final worst path period share: 96.94%
  • Final Hold Fails: 0

Yosys
  • Distinct lib cells: 19
  • YS warnings: 1
  • Post-Syn Instances: 49
  • Yosys Instances: 49
  • Syn Area/Cell: 6.256 sq um
  • Synthesized area: 306.5 sq um
  • Chip area in the Yosys report: 306.5 sq um
  • Synth Seq Share: 0%

Die
  • Die W: 80 um
  • Standard-cell rows: 21
  • Die Span Y: 80 um
  • Core Area: 3416 sq um
  • I/O pin count: 38
  • Floorplan Utilization: 8.974%
  • Chip area: 6400 sq um

Min path
  • Worst hold stages: 4
  • Hold/Removal Path Class: input port to output port
  • Worst Min Path Start: state[0]
  • WHS Endpoint: column_1[6]

Power
  • Power Total: 0.1209 mW
  • PwrDens: 159.4 nW/um^2
  • Leak Pwr: 0.3392 nW
  • Peak VDD IR: 0.05735 mV

Finish
  • Registers: 0
  • Top cell excl fill/tap: clkdlybuf4s50_1
  • Synthesis-to-layout area growth: 147.3%
  • Storage element area: 0 sq um
  • Most frequent cells in the layout: clkdlybuf4s50_1, buf_4, nand2_1
  • Share of post-route cells with drive strength above 1: 25.58%
  • Clock Buffer Count: 0

Run status
  • Status: finished, final reports clean

Run
  • Log Warnings: 32
  • Maxcap violations: 0
-- repair_timing --
action                     4_1_cts  5_1_grt
pin swaps                        1        1
buffers inserted                 3        1
gates resized                    3        7
setup endpoints to repair       14       10
hold buffers                     0        0
-- how the worst max path moves through the flow --
stage	cells past startpoint	slack [ps]	startpoint	endpoint
finish	5	70	state[1]	column_0[4]
CTS	5	20	state[1]	column_4[4]
global route	6	6	state[1]	column_1[5]
-- stage by stage --
stage,cells,cell area [sq um],utilization [%],hold slack (ps),worst slack (ps)
2_1_floorplan,50,310.3,-,1008,902.7
3_3_place_gp,128,709.4,20.77,2066,-45.77
3_5_place_dp,128,709.4,20.77,2073,-89.67
4_1_cts,131,729.5,21.36,1815,20.55
5_1_grt,132,758.2,22.20,1549,6.323
6_report,132,758.2,22.20,1512,73.46
-- power by group --
part           total (mW)  leakage, nW  switching [mW]  internal [mW]
Combinational       0.121        0.339          0.0359         0.0850
Clock                   0            0               0              0
Sequential              0            0               0              0
Total               0.121        0.339          0.0359         0.0850
-- worst min-delay path, stage by stage --
cell	delay, ps
dlygate4sd2_1	240
buf_12	140
a21oi_2	50
dlymetal6s2s_1	120
-- synth_stat cells (all sizes together) --
library cell   n  share of area, %
conb           1               1.2
nand2          6               7.3
o21ai          4               6.5
nand2b         4                11
buf           14                35
inv            4               4.9
and2b          1               3.3
a21oi          3               4.9
xor2           1               2.9
nor2b          1               2.0
nor2           6               7.3
a21o           3               7.3
nor3b          1               6.1
-- layer usage --
| layer | vias up | wire (um) |
|---|---|---|
| met5 | - | 0 |
| met4 | 0 | 0 |
| met3 | 0 | 237 |
| met2 | 22 | 575 |
| met1 | 168 | 502 |
| li1 | 213 | - |
-- layout make-up --
type	instances	area, sq um
multi-input combinational	32	198.9
timing repair buffer	50	486.7
inverter	4	15.01
fill	381	2658
tap	46	57.56
-- logic make-up after synthesis --
family	Yosys count	share of synthesized area, %
xor gates and xnor gates	1	2.858
buffers and inverters	18	39.59
and+or+nand+nor	19	37.55
AOI/OAI and AO/OA	10	18.77
other	1	1.223
Power figures rest on the tool's default switching activity, not on a simulated workload.
